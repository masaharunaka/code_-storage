<file path="design.v">
module decode_var #(
   parameter DATA_BITS = 4  
  ,parameter DCD_BITS = 16  
  )
  (
   input [DATA_BITS-1:0] data_in         
  ,output[DCD_BITS-1:0]  decode_out      
  );
genvar    dcd_lp                   ;     
generate
  for( dcd_lp = 0; dcd_lp < DCD_BITS; dcd_lp = dcd_lp + 1) begin : gen_dcd_lp
    assign decode_out[dcd_lp] = (data_in == dcd_lp )? 1'b1: 1'b0;
  end
endgenerate
endmodule
module decode_var_top(
     input    [3:0]  DATA_1_IN      
    ,output  [15:0]  DECODE_1_OUT   
    ,input    [4:0]  DATA_2_IN      
    ,output  [31:0]  DECODE_2_OUT   
);
defparam D1.DATA_BITS =  4  ;
defparam D1.DCD_BITS  =  16 ;
decode_var D1(
         .data_in    (DATA_1_IN)        
        ,.decode_out (DECODE_1_OUT)
    );
defparam D2.DATA_BITS =  5  ;
defparam D2.DCD_BITS  =  32 ;
decode_var D2(
         .data_in    (DATA_2_IN)        
        ,.decode_out (DECODE_2_OUT)
    );
endmodule
</file>
<file path="run.sh">
#!/bin/bash
# OpenROAD 26Q1-2900-gdf79404cd8, Yosys 0.63+post, stock flow scripts
make -C /OpenROAD-flow-scripts/flow DESIGN_CONFIG=/design/flow/config.mk WORK_HOME=/design/flow/orfs finish
</file>
<file path="config.mk">
export PLATFORM = sky130hd
export DESIGN_NAME = decode_var_top
export DESIGN_NICKNAME = decode_var_top
export VERILOG_FILES = /design/flow/design.v
export SDC_FILE = /design/flow/constraint.sdc
export NUM_CORES = 4
export LEC_CHECK = 1
export CORE_AREA = 10 10 70 70
export DIE_AREA = 0 0 80 80
</file>
<file path="constraint.sdc">
current_design decode_var_top

set clk_period 1.0
set clk_io_pct 0.2

create_clock -name clk0 -period $clk_period

set non_clock_inputs [all_inputs -no_clocks]
set_input_delay [expr $clk_period * $clk_io_pct] -clock clk0 $non_clock_inputs
set_output_delay [expr $clk_period * $clk_io_pct] -clock clk0 [all_outputs]
</file>
==> out/results.tsv <==
metric	value	unit
top_usage_layer	met2	
area_growth	352	%
fin_util	41.9	%
die_x	80	um
dpl-instance-area	971	sq um
synthCells	69	
hold_path_class	in2out	
report.final.slew_viol_count	0	
drc	0	
grt_util_met3	2.16	%
worstMarginPinSlew	0.206	ns
totalWireLength	2.73	mm
grt_pass1_vias	815	
fin_crit	1.22	ns
crit_path_end_kind	primary output	
warnings	34	
critical_path_arrival	1.02	ns
antenna_cells	0	
fillers	318	
layout_top_cell	buf_2	
ir_drop	0.000230	V
lay_top_cells	buf_2 (41), buf_6 (25), nor2_2 (21)	
drive_gt1_share	93.2	%
worstSetupPathType	in2out	
status	complete, but fails checks	
grtUsageMet1	9.95	%
final_area	1430	sq um
hold_slack	0.621	ns
seq_cell_count	0	
worstSetupStartpointType	primary input	
cellPowerDensity	314	nW/um^2
first_pass_iters	2	
synth_chip_area	317	sq um
postSynthAreaPerCell	4.59	sq um
vias	820	
gp_congestion	0.744	
setup.worst_path.start	DATA_2_IN[2]	
yosysUniqueCellTypes	11	
hp-start	DATA_1_IN[3]	
synthesis.area	317	sq um
ys_warn_count	0	
drv_cap	0	
instances_no_fill	207	
drt_iter0_markers	18	
ys_cells	69	
antenna_found_initial	0	
ios	57	
cp.required	0.80	ns
grt_first_pass_wirelength	4.15	mm
setup_viol	30	
hold_viol_final	0	
path_max_fanout	5	
post-route-period-util	122	%
drtAntennaViolNets	0	
p_leak	0.699	nW
core.rowCount	21	
drt-vias-per-instance	3.96	
seq_area	0	sq um
grt_use_met2	12.8	%
rsz0062_at_grt	true	
ys_seq_share	0	%
dieArea	6400	sq um
final.clkbuf_count	0	
dp.cells	174	
die-height	80	um
place_ws	-0.979	ns
track_usage	7.62	%
grt-ovfl-total	0	
coreArea	3420	sq um
grt_start_max_net_pins	9	
setup_ws	-0.217	ns
max_slew_margin	86.3	%
fmax	822	MHz
io_buffer_count	57	
dp_hpwl	1.90	mm
wl_per_cell	13.2	um
fp_util	9.27	%
violations	negative setup slack	
-- cell families after synthesis --
family | Yosys count | synth area share, %
buffers and inverters | 3 | 3.56
AND/OR/NAND/NOR | 66 | 96.4
-- worst paths after layout --
| check | to | slack, ns | depth (start not counted) |
|---|---|---|---|
| setup / recovery | DECODE_2_OUT[1] | -0.22 | 5 |
| hold / removal | DECODE_1_OUT[0] | 0.62 | 3 |
-- area by class of cell --
class              count  area, sq um  area share, %
repair buffers        95          776           54.2
multi-input cells     66          598           41.8
well taps             46         57.6           4.02
-- synth_stat cells, drive strengths merged --
cell    number  area, sq um
nor2        41          154
nor4         1         6.26
or3          1         6.26
nand2b       6         37.5
or3b         3         26.3
nand2        3         11.3
nor3         6         30.0
or2          1         6.26
clkbuf       3         11.3
nand3b       3         22.5
nand3        1         5.00
-- through the flow --
step / setup TNS [ns] / power (mW)
after CTS: -4.66 / 0.355
final: -4.62 / 0.449
after floorplan: 0 / 0.0632
after global placement: -40.75 / 0.222
after detailed placement: -41.13 / 0.224
after global routing: -5.95 / 0.482
-- worst max-delay path: stages --
cell and delay [ns]:
buf_8 0.10, or3b_4 0.40, buf_6 0.13, nor2_2 0.08, buf_2 0.11
-- what timing repair did --
action,4_1_cts,5_1_grt
pin swaps,42,22
endpoints found under the setup margin,48,39
gates resized,252,56
hold buffers,0,0
buffers inserted,25,9
endpoints found under the hold margin,0,0
-- per-layer routing --
layer  share of wire (%)  wire, um
met1                  45      1230
met2                  46      1260
met3                 8.5       233
met4                   0         0
met5                   0         0
-- power by group --
part           switching, mW  total, mW  internal (mW)
Combinational          0.193      0.449          0.256
Clock                      0          0              0
Sequential                 0          0              0
Total                  0.193      0.449          0.256
Power is estimated from default activity; no workload was simulated.
